$ cat design/flow/run.sh
#!/bin/bash
# OpenROAD 26Q1-2900-gdf79404cd8, Yosys 0.63+post, stock flow scripts
make -C /OpenROAD-flow-scripts/flow DESIGN_CONFIG=/design/flow/config.mk WORK_HOME=/design/flow/orfs finish
$ cat design/flow/config.mk
export PLATFORM = sky130hd
export DESIGN_NAME = RV64GC_optimized
export DESIGN_NICKNAME = RV64GC_optimized
export VERILOG_FILES = /design/flow/design.v
export SDC_FILE = /design/flow/constraint.sdc
export NUM_CORES = 4
export LEC_CHECK = 1
export CORE_UTILIZATION = 50
$ cat design/flow/constraint.sdc
current_design RV64GC_optimized

set clk_period 23.8
set clk_io_pct 0.2

create_clock -name clk0 -period $clk_period [get_ports {clk}]

set non_clock_inputs [all_inputs -no_clocks]
set_input_delay [expr $clk_period * $clk_io_pct] -clock clk0 $non_clock_inputs
set_output_delay [expr $clk_period * $clk_io_pct] -clock clk0 [all_outputs]
$ cat design/flow/design.v
module RV64GC_optimized (
    input clk,
    input rst,
    output reg [63:0] pc,
    output reg [63:0] reg_out,
    output reg [31:0] debug_instr,
    output reg [6:0] debug_opcode,
    output reg [4:0] debug_rd,
    output reg [4:0] debug_rs1,
    output reg [63:0] debug_imm,
    output reg [63:0] debug_alu_result,
    output reg [63:0] x86_rip,
    output reg [63:0] x86_rflags,
    output wire [63:0] x86_rax,
    output wire [63:0] x86_rcx,
    output wire [63:0] x86_rdx,
    output wire [63:0] x86_rbx,
    output reg [1:0] x86_mode,
    output reg x86_long_mode,
    output reg x86_cf, x86_zf, x86_sf, x86_of
);
    reg [63:0] regs [0:31];            
    reg [63:0] fregs [0:31];           
    reg [63:0] x86_regs [0:15];        
    assign x86_rax = x86_regs[0];
    assign x86_rcx = x86_regs[1]; 
    assign x86_rdx = x86_regs[2];
    assign x86_rbx = x86_regs[3];
    reg [31:0] instr_mem [0:127];      
    reg [7:0] data_mem [0:511];        
    reg [2:0] funct3;
    reg [6:0] funct7;
    reg [63:0] rs1_data, rs2_data, alu_result;
    reg [3:0] alu_op;
    reg mem_read, mem_write, reg_write;
    reg x86_mode_active;
    reg [3:0] execution_stage;
    initial begin
        pc = 0;
        reg_out = 0;
        debug_instr = 0;
        x86_rip = 64'h400000;
        x86_rflags = 64'h202;   
        x86_mode = 2'b10;       
        x86_long_mode = 1;
        x86_mode_active = 0;
        x86_regs[0] = 64'h1234567890ABCDEF;  
        x86_regs[1] = 64'hBEEFCAFE12345678;  
        x86_regs[2] = 64'hDEADBEEF87654321;  
        x86_regs[3] = 64'hCAFEBABE13579BDF;  
        load_fast_boy_program();
    end
    task load_fast_boy_program;
        begin
            instr_mem[0]  = 32'h00100093;  
            instr_mem[1]  = 32'h00200113;  
            instr_mem[2]  = 32'h002081b3;  
            instr_mem[3]  = 32'h0020c3b3;  
            instr_mem[4]  = 32'h002083b3;  
            instr_mem[5]  = 32'hDEADBEEF;  
            instr_mem[6]  = 32'h48C7C001;  
            instr_mem[7]  = 32'h48C7C102;  
            instr_mem[8]  = 32'h4801C8;    
            instr_mem[9]  = 32'h90;        
            for (integer i = 10; i < 128; i = i + 1) begin
                instr_mem[i] = 32'h00000013;  
            end
        end
    endtask
    always @(posedge clk or posedge rst) begin
        if (rst) begin
            fast_boy_reset();
        end else begin
            if (x86_mode_active) begin
                execute_x86_fast();
            end else begin
                execute_riscv_fast();
            end
        end
    end
    task fast_boy_reset;
        begin
            pc <= 0;
            reg_out <= 0;
            x86_mode_active <= 0;
            execution_stage <= 0;
        end
    endtask
    task execute_riscv_fast;
        reg [31:0] instr;
        begin
            instr = instr_mem[pc[8:2]];  
            case (instr)
                32'hDEADBEEF: begin  
                    x86_mode_active <= 1;
                    x86_rip <= pc + 4;
                    pc <= pc + 4;  
                end
                default: begin
                    case (instr[6:0])
                        7'b0010011: begin  
                            fast_alu_op(instr);
                            pc <= pc + 4;
                        end
                        7'b0110011: begin  
                            fast_alu_op(instr);
                            pc <= pc + 4;
                        end
                        default: begin
                            pc <= pc + 4;  
                        end
                    endcase
                end
            endcase
            debug_instr <= instr;
            debug_opcode <= instr[6:0];
            debug_rd <= instr[11:7];
            debug_rs1 <= instr[19:15];
        end
    endtask
    task execute_x86_fast;
        reg [31:0] instr;
        begin
            instr = instr_mem[x86_rip[8:2]];
            case (instr[7:0])
                8'h48: begin  
                    fast_x86_alu(instr);
                    x86_rip <= x86_rip + 4;  
                end
                8'h90: begin  
                    x86_rip <= x86_rip + 1;
                end
                default: begin
                    x86_rip <= x86_rip + 1;  
                end
            endcase
            update_x86_flags();
        end
    endtask
    task fast_alu_op;
        input [31:0] instr;
        reg [4:0] rd, rs1, rs2;
        reg [63:0] imm;
        begin
            rd = instr[11:7];
            rs1 = instr[19:15];
            rs2 = instr[24:20];
            imm = {{52{instr[31]}}, instr[31:20]};
            case ({instr[31:25], instr[14:12]})
                10'b0000000000: regs[rd] <= regs[rs1] + imm;  
                10'b0000000100: regs[rd] <= regs[rs1] ^ imm;  
                10'b0000000000: regs[rd] <= regs[rs1] + regs[rs2];  
                10'b0000001000: regs[rd] <= regs[rs1] * regs[rs2];  
                default: regs[rd] <= regs[rs1];  
            endcase
            if (rd != 0) reg_out <= regs[rd];  
        end
    endtask
    task fast_x86_alu;
        input [31:0] instr;
        begin
            case (instr[15:8])
                8'hC7: begin  
                    case (instr[18:16])  
                        3'b000: x86_regs[0] <= {32'h0, instr[31:16]};  
                        3'b001: x86_regs[1] <= {32'h0, instr[31:16]};  
                        default: x86_regs[0] <= {32'h0, instr[31:16]};
                    endcase
                end
                8'h01: begin  
                    x86_regs[0] <= x86_regs[0] + x86_regs[1];  
                end
            endcase
        end
    endtask
    task update_x86_flags;
        begin
            x86_zf <= (x86_regs[0] == 0);
            x86_sf <= x86_regs[0][63];
            x86_cf <= 0;  
            x86_of <= 0;  
            x86_rflags <= {52'h0, x86_of, 3'h0, x86_sf, x86_zf, 1'b0, 1'b0, 1'b0, x86_cf, 1'b1};
        end
    endtask
endmodule
==> results.yml <==
# implementation run metrics
outcome:
  status: "complete, no violations"
die:
  die_h_microns: 344
  core-area_sq_um: 116000
  die-width_microns: 344
  row_count: 125
  fp_util_pct: 50.3
  ios: 698
  die_area_sq_um: 118000
clock_network:
  cts_made_buffers: 136
  clockBufferDepth: 3
  cts_root_buf: "clkbuf_16"
  insertion_delay_ps: 760
  cts_tree: "yes"
  postCtsSetupBuffers: 0
  cts_max_level: 4
  post_cts_resize_count: 0
  path_clk_slew_ps: 60
  ctsHoldBuffers: 0
  clock_sinks: 1244
sta:
  skew_ps: 35.0
  fmax_mhz: 126
  period_needed_ps: 7910
  tightestPinTransition_ps: 972
  setup_viol: 0
  hold_ws_ps: 453
  final_hold_viol_count: 0
  post-route-period-util_pct: 33.2
  rsz0062_at_grt: "false"
  fin_setup_tns_ps: 0
  slew_viol_final: 0
  slew_headroom_pct: 34.7
route:
  wire_per_inst_microns: 23.2
  diodes: 0
  ant_nets: 0
  dr.first_iter.drc_count: 2519
  routed_wirelength_microns: 162000
  vias_per_cell: 5.60
  drc: 0
  drt_first_pass_iters: 8
  vias: 39169
setup_path:
  start_kind: "register"
  setup.worst_path.end_class: "register"
  reg2reg_depth: 23
  crit_fanout: 40
  critPathKind: "register to register"
  worstPathArrival_ps: 8330
  cp.required_ps: 24220
final_layout:
  drive_gt1_share_pct: 8.05
  area_growth_pct: 16.6
  final_core_util_pct: 58.7
  final_common_cell: "edfxtp_1"
  lay_top_cells: "1117 x edfxtp_1, 843 x conb_1, 362 x nor2_1, 304 x clkdlybuf4s50_1, 280 x nand2_1"
yosys:
  edf_count: 1117
  ys_sh_adder_pct: 1.73
  synth_cells: 4607
  synth_warnings: 131
  synth.cell_area_sq_um: 58400
  synth.area.mux_share_pct: 0.831
  ys_ff: 1244
  xor_share_pct: 4.09
  async_reset_ff_share_pct: 10.2
  ys_cells: 4607
  ys_seq_share_pct: 62.9
  simple_gate_share_pct: 8.97
  top_logic_kind: "AND-OR/OR-AND gates"
  syn_avg_cell_area_sq_um: 12.7
  compound_area_share_pct: 14.2
  ys_chip_area_sq_um: 58400
  flop_cell: "edfxtp_1"
  ys_types: 85
global_routing:
  gr-total-overflow: 0
  grtUsageTotal_pct: 29.8
  grt_pass1_wl_microns: 239000
  grt_start_max_net_pins: 74
  antenna_found_initial: 0
  grt_pass1_vias: 38366
min_path:
  hold_path_class: "register to register"
  hold_depth: 0
run:
  warning_count: 39
  drv_cap: 0
pwr:
  peakVddDrop_uv: 69.7
  power_density_nw_per_um2: 68.3
  leakage_nw: 25.0
place:
  place_congestion: 0.958
  io_buffers: 304
  dp_hpwl_microns: 103000
==> worst max-delay path, stage by stage, from the launching register on <==
cell	delay, ps
dfrtp_1	500
inv_1	210
ha_1	260
nor2b_1	150
o211ai_1	550
inv_2	250
xnor2_2	180
buf_4	380
buf_4	660
a22oi_1	140
a41oi_1	460
ha_1	240
a21oi_1	60
o21ai_0	340
or3b_2	470
o21ba_2	210
a21oi_1	260
buf_4	220
a211oi_2	140
o31ai_4	390
a311oi_1	220
nor3b_1	260
xnor2_1	200
a21oi_1	730
==> routing by layer <==
metal  vias to the layer above  wire, microns  GRT usage, %  share of wire [%]
li1                      18003              -             -                  -
met1                     18839          62400          43.5                 38
met2                      2033          73900          42.7                 46
met3                       292          20900          15.7                 13
met4                         2           4870          7.15                3.0
met5                         -             57         0.561              0.035
==> registers in the layout, indices dropped and copies added (netlist names) <==
signal / flops
pc: 62
debug_rs1: 3
x86_rip: 64
reg_out: 64
debug_rd: 4
x86_rflags: 3
regs: 960
x86_regs: 61
debug_opcode: 5
debug_instr: 16
x86_sf: 1
x86_mode_active: 1
==> power breakdown <==
part,internal (W),switching [W],leakage [nW]
clock network,0.00119,0.000848,2.09
logic,0.0000572,0.0000901,10.9
registers,0.00244,0.0000273,12.0
==> worst paths after layout <==
check / slack (ps) / from / endpoint
worst max register to register: 15890 / pc[3] / regs[3][59]
worst max-delay path: 15890 / pc[3] / regs[3][59]
worst min-delay path: 450 / x86_sf / x86_rflags[6]
worst min register to register: 450 / x86_sf / x86_rflags[6]
min in group asynchronous: 4600 / rst / x86_mode_active
max in group asynchronous: 17600 / rst / reg_out[25]
==> cells by family after synthesis <==
kind of cell / Yosys count
mux: 44
flops: 1244
compound gates: 1157
fa+ha+maj: 80
buf+inv: 716
other cells: 2
simple gates: 1091
xor+xnor: 273
==> cells in the mapped netlist, drive strengths merged (63+ instances only) <==
cell / count / share of area (%)
buf: 439 / 5.5
xnor2: 151 / 2.3
nor2: 379 / 2.4
a22oi: 259 / 3.3
nand3: 95 / 0.82
a221oi: 94 / 1.4
nand2: 281 / 1.8
o21ai: 142 / 1.2
edfxtp: 1117 / 57
a21oi: 203 / 1.7
ha: 79 / 1.7
dfrtp: 127 / 5.4
and4: 71 / 1.1
a31oi: 89 / 0.98
xor2: 122 / 1.8
nor3: 63 / 0.55
clkbuf: 225 / 1.4
a41oi: 63 / 0.94
a22o: 90 / 1.3
==> final cells by class <==
class / instances / area, sq um
Tap cell: 1524 / 1910
Clock inverter: 60 / 558
Inverter: 52 / 200
Fill cell: 9338 / 47900
Timing Repair Buffer: 444 / 4140
Multi-Input combinational cell: 3488 / 20800
Clock buffer: 187 / 3730
Sequential cell: 1244 / 36700
==> per-stage QoR <==
| stage | cell area [sq um] | worst slack, ps | std cells | power [W] |
|---|---|---|---|---|
| finish | 68100 | 15890 | 6999 | 0.00465 |
| global route | 68100 | 15310 | 6999 | 0.00479 |
| CTS | 68100 | 15910 | 6999 | 0.00469 |
| detailed placement | 63800 | 15610 | 6752 | 0.00266 |
| global placement | 63800 | 15650 | 6752 | 0.00266 |
| floorplan | 61600 | 12400 | 5448 | 0.00263 |
Power is estimated from default activity; no workload was simulated.
